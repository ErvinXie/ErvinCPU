`flow/config.mk`:
```
export PLATFORM = sky130hd
export DESIGN_NAME = mux8
export DESIGN_NICKNAME = mux8
export VERILOG_FILES = /design/flow/design.v
export SDC_FILE = /design/flow/constraint.sdc
export NUM_CORES = 4
export LEC_CHECK = 1
export CORE_AREA = 10 10 120 120
export DIE_AREA = 0 0 130 130
export SYNTH_HDL_FRONTEND = slang
```
`flow/constraint.sdc`:
```
current_design mux8

set clk_period 9.7
set clk_io_pct 0.2

create_clock -name clk0 -period $clk_period

set non_clock_inputs [all_inputs -no_clocks]
set_input_delay [expr $clk_period * $clk_io_pct] -clock clk0 $non_clock_inputs
set_output_delay [expr $clk_period * $clk_io_pct] -clock clk0 [all_outputs]
```
`flow/design.v`:
```
`timescale 1ns / 1ps
module mux2
#(WIDTH = 32)
(
  input [WIDTH-1:0] in0,
  input [WIDTH-1:0] in1,
  input  sel,
  output [WIDTH-1:0]  out
);
assign out = (sel==1'b0) ? in0 : in1;            
endmodule
module mux4
#(WIDTH = 32)
(
  input [WIDTH-1:0] in0,
  input [WIDTH-1:0] in1,
  input [WIDTH-1:0] in2,
  input [WIDTH-1:0] in3,
  input  [1:0] sel,
  output [WIDTH-1:0]  out
);
assign out = (sel==2'd0) ? in0 :
             (sel==2'd1) ? in1 :
             (sel==2'd2) ? in2 : in3 ;
endmodule
module mux8
#(WIDTH = 32)
(
  input [WIDTH-1:0] in0,
  input [WIDTH-1:0] in1,
  input [WIDTH-1:0] in2,
  input [WIDTH-1:0] in3,
  input [WIDTH-1:0] in4,
  input [WIDTH-1:0] in5,
  input [WIDTH-1:0] in6,
  input [WIDTH-1:0] in7,
  input  [2:0] sel,
  output [WIDTH-1:0]  out
);
assign out = (sel==3'd0) ? in0 :
             (sel==3'd1) ? in1 :
             (sel==3'd2) ? in2 :
             (sel==3'd3) ? in3 :
             (sel==3'd4) ? in4 :
             (sel==3'd5) ? in5 :
             (sel==3'd6) ? in6 :
              in7 ;
endmodule
```
`flow/run.sh`:
```
#!/bin/bash
# OpenROAD 26Q1-2900-gdf79404cd8, Yosys 0.63+post, stock flow scripts
make -C /OpenROAD-flow-scripts/flow DESIGN_CONFIG=/design/flow/config.mk WORK_HOME=/design/flow/orfs finish
```
==> flow_metrics.tcl <==
# metrics dict for downstream scripts
set metrics [dict create \
    status "finished clean" \
    max_clock_freq_mhz 147.1 \
    avgSynthCellArea_sq_um 9.200 \
    fillers 1166 \
    fin_hold_ws_ps 4812 \
    totalPowerFinal_mw 0.2265 \
    yosysTopAreaCell "mux4_2" \
    crit_required_ps 7760 \
    min_to "out[31]" \
    setup_ws_ps 2902 \
    tightest_slew_ps 1057 \
    rsz0062_at_grt "no" \
    post-place-ws_ps 2892 \
    met3_usage_pct 4.815 \
    postRouteWirelength_mm 13.61 \
    grt_pass1_vias 3456 \
    ys_seq_share_pct 0 \
    power.density_mw_per_mm2 44.69 \
    whs_path_depth 4 \
    post-route-util_pct 42.55 \
    post-dp-hpwl_mm 11.56 \
    grt_start_max_net_pins 56 \
    fin_setup_tns_ps 0 \
    p_leak_nw 1.858 \
    drc 0 \
    area_leaders "mux4_2, mux4_1, mux2_1" \
    grt_pass1_wl_mm 20.03 \
    ff_count 0 \
    postCtsSetupBuffers 0 \
    hold_class "input pin to primary output" \
    yosysTopAreaCellShare_pct 20.57 \
    hp-start "in4[31]" \
    synth-cells-yosys 238 \
    use_met1_pct 18.75 \
    postCtsHoldBufs 0 \
    antenna_found_initial 0 \
    fp_util_pct 18.38 \
    coreArea_sq_mm 0.01191 \
    die_x_microns 130 \
    antennaDiodeCount 0 \
    logic_area_sq_mm 0.001954 \
    port-buffer-count 291 \
    drv_cap 0 \
    criticalPathCategory "input pin to primary output" \
    firstDrtPassIters 4 \
    fin_crit_ps 6798 \
    maxSlewViolCount 0 \
    routed-via-count 3087 \
    ant_nets 0 \
    hold_viol 0 \
    top_usage_layer "met2" \
    syn-cell-area_sq_mm 0.002190 \
    drt_iter0_drc 139 \
    num_io_pins 291 \
    crit_path_end_kind "primary output" \
    synth_cell_types 34 \
    crit_arrival_ps 4860 \
    grt_usage_pct 15.14 \
    grtUsageMet2_pct 26.70 \
    area_growth_pct 131.5 \
    die-area_sq_mm 0.01690 \
    wl_per_cell_microns 20.94 \
    drive_above_1_share_pct 9.145 \
    ys_chip_area_sq_mm 0.002190 \
    worst_setup_path_start_kind "input pin" \
    ff_latch_area_sq_um 0 \
    core.rowCount 40 \
    warnings 32 \
    clock_buffers 0 \
    place_congestion 0.9010 \
    finalSetupViolCount 0 \
    critPathMaxFanout 53 \
    peakVddDrop_uv 30.65 \
    fin_crit_sh_pct 70.08 \
    slew-limit-headroom_pct 29.55 \
    die_y_microns 130 \
    grt_overflow 0 \
    synth_cells 238 \
    via_per_inst 4.749 \
    ys_warn_count 0 \
    ctsResizeCount 0 \
]
[metal layers]
| metal | vias up | share of wire [%] |
|---|---|---|
| li1 | 1537 | - |
| met1 | 1400 | 39 |
| met2 | 148 | 50 |
| met3 | 2 | 10 |
| met4 | 0 | 0.24 |
| met5 | - | 0 |
[where the power goes]
group | switching [mW] | total (mW) | internal, mW | leakage [nW]
clock network | 0 | 0 | 0 | 0
registers | 0 | 0 | 0 | 0
logic | 0.0655 | 0.226 | 0.161 | 1.86
[per-stage QoR]
stage | std cells | area (sq um)
floorplan | 238 | 2190
finish | 650 | 5069
global placement | 650 | 5069
CTS | 650 | 5069
detailed placement | 650 | 5069
global route | 650 | 5069
[cell usage in the layout (no fill, tap or decap), drive strengths merged, types with 12 or more instances in the layout]
| cell | instances |
|---|---|
| a21o | 12 |
| a21oi | 14 |
| a31oi | 13 |
| clkdlybuf4s50 | 288 |
| mux2 | 16 |
| mux4 | 29 |
| nand2 | 25 |
| nor2 | 23 |
| o221ai | 12 |
| o22ai | 14 |
[area by class of cell]
type | instances | share of cell area, %
inverter | 2 | 0.1481
multi-input combinational | 207 | 38.56
tap | 147 | 3.629
timing repair buffer | 294 | 57.66
[synthesized netlist by cell type (3+ instances only)]
cell type,n
a221oi_2,7
a21oi_1,14
mux2_1,10
o21ai_1,3
a221oi_1,3
a31oi_1,13
a2bb2oi_1,7
mux2i_1,10
nand2_1,24
nor4b_2,3
mux4_1,9
a21o_1,12
buf_4,4
buf_6,5
a22oi_1,3
mux4_2,20
buf_2,10
buf_1,3
a22o_1,3
or3b_1,3
clkbuf_1,3
nor2_1,23
nand3_1,3
o22ai_1,14
o221ai_1,12
mux2_2,6
[worst max-delay path, stage by stage]
cell and delay [ps]:
buf_2 80, buf_4 500, inv_2 370, a21oi_1 910, o221ai_1 280, a31oi_1 250
clkdlybuf4s50_1 500
[how the worst max path moves through the flow]
stage / end / start
after CTS: out[6] / sel[2]
final: out[6] / sel[2]
after global routing: out[9] / sel[2]
[kinds of logic (layout without fill, tap and decap cells)]
logic type | after synthesis | after routing | synth area share, %
compound gates | 91 | 91 | 31.54
simple gates | 61 | 61 | 13.54
mux | 55 | 55 | 44.17
buf+inv | 31 | 296 | 10.74
Power is estimated from default activity; no workload was simulated.
